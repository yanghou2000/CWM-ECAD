==> ./design.v <==
`timescale 1ns / 100ps
module monitor (
    input rst,
    input clk,
    input change,
    input on_off,
    output [7:0] counter_out
    );
    reg [7:0] counter_out;
always @(posedge clk)
      begin
         if(rst)
	   counter_out <= 0;
         else
	   begin
             if(change)
	       begin	
                 if(on_off)
		   counter_out<=counter_out+1;
		 else
		   counter_out<=counter_out-1;
               end
	   end
      end
endmodule
==> ./run.sh <==
#!/bin/bash
# OpenROAD 26Q1-2900-gdf79404cd8, Yosys 0.63+post, stock flow scripts
make -C /OpenROAD-flow-scripts/flow DESIGN_CONFIG=/design/flow/config.mk WORK_HOME=/design/flow/orfs finish
==> ./config.mk <==
export PLATFORM = sky130hd
export DESIGN_NAME = monitor
export DESIGN_NICKNAME = monitor
export VERILOG_FILES = /design/flow/design.v
export SDC_FILE = /design/flow/constraint.sdc
export NUM_CORES = 4
export LEC_CHECK = 1
export CORE_AREA = 10 10 70 70
export DIE_AREA = 0 0 80 80
==> ./constraint.sdc <==
current_design monitor

set clk_period 2.7
set clk_io_pct 0.2

create_clock -name clk0 -period $clk_period [get_ports {clk}]

set non_clock_inputs [all_inputs -no_clocks]
set_input_delay [expr $clk_period * $clk_io_pct] -clock clk0 $non_clock_inputs
set_output_delay [expr $clk_period * $clk_io_pct] -clock clk0 [all_outputs]
==> CHANGELOG.md <==
## Flow update

- RSZ-0062 raised after global routing: false
- Setup crit end kind: flip-flop
- Initial antenna violation count: 0
- Worst R2R Path Depth: 6
- Worst setup SP type: primary input
- Fp util: 16.7%
- PostCTS Resize Cnt: 0
- Area share, top type: 28.1%
- Worst skew pair latency: 250 ps
- Clock tree root driver cell: clkbuf_4
- TNS Setup: 0 ps
- Crit-path most repeated cell: a21oi_2
- Slowest stage delay, CP: 470 ps
- CTS tree: built
- Logic area: 394 sq um
- Die ar.: 0.00640 sq mm
- Core area: around 0.0034 sq mm
- Tcrit/Tclk final: between 80% and 90%
- Hold Fails Final Rpt: 0
- Largest net degree at the start of global routing: 14
- Post-CTS Hold Buffers: 0
- TritonRoute pass-1 iters: 3
- PD cells: 546 mW/mm^2
- # diodes: 0
- Port Buf Inserts: 11
- Max IR drop VDD: 0.000342 V
- Crit path max fanout: 8
- Flops after synth: 8
- Fill cells: approximately 380
- Cell type with the largest total area: dfxtp_1
- Worst Clk Skew: roughly 5.3 ps
- H-tree Lvls: 1
- YS warnings: 1
- Number of logged tool warnings: 25
- Via count: 477
- Max FFs per register: 8
- Clock Tree Buf Depth: 2
- Io pins: 12
- DRC: 0
- Worst-margin pin slew: 453 ps
- Drt total wl: 1.19 mm
- Synth Area per Inst: between 8 and 9 sq um
- Yosys cell count: 65
- Fraction of layout cells with a size suffix above 1: 11.5%
- Post-Syn Area: between 500 and 600 sq um
- Worst-path clk slew: 60 ps
- Slew Viols, Final: 0
- Critical Path AT: around 2500 ps
- EDFF count, synth: 0
- Yosys synthesis chip area: 571 sq um
- Post-route ant nets: 0
- Die width: 80 um
- Hold_ws: 508 ps
- Mapped Cells: 65
- Slowest CP cell: clkdlybuf4s50_1
- Gr usage total: 4.21%
- Synth async-reset ratio: 0%
- WS Path Type: in -> reg
- Cell Type Count: 27
- Worst path cell trace: clkdlybuf4s50_1 > inv_1 > ha_1 > a21oi_2 > o21ai_1 > a21oi_2 > mux2i_1 > mux2_1
- Slew margin rel.: 69.7%
- Die Y: 80 um
- Status: completed
- Hold WC Path Type: reg -> reg
- Placer congestion estimate: 0.833
- CTS Buf Count: 3
- Wire per inst: between 9 and 10 um
- HPWL after DPL: slightly below 1 mm
- CTS Sinks: 8
- WP data required: 2840 ps
- Initial DRC count: 7
- Power Total: 0.415 mW
- Top cells, area: dfxtp_1 (28%), ha_1 (13%), mux2i_1 (7.0%)
- Post-CTS Setup Inserts: 0
- GRT overflow: 0
- Post-DR vias/cell: 3.85
- # rows: 21
- Leakage power: 0.316 nW
- Biggest regs: counter_out (8)
- Hold Path Cell Cnt: 2
- Synthesis-to-layout area growth: 33.1%
- Max Clock Freq: 422 MHz
- First-pass GRT wire length: 2.24 mm
- Setup-failing EPs final: 0
- Fin crit period: between 2000 and 2500 ps
- Number of global-route vias before repair: 490
- Top cells by count: dfxtp_1 (8), nor2_1 (8), nand2_1 (7), ha_1 (6)
- Synth Seq Share: 28.1%
- Max-Cap Viols: 0
- Top_reg_cell synth: dfxtp_1
- Reg area: roughly 160 sq um
- Reg with most FFs: counter_out
[power breakdown]
group          switching (mW)  total [mW]  internal [mW]
clock                  0.0392      0.0900         0.0508
sequential             0.0167       0.154          0.137
combinational          0.0755       0.171         0.0955
total                   0.131       0.415          0.283
[metrics by stage]
stage / instances / setup slack [ps] / utilization, % / area, sq um
floorplan: 65 / 660 / - / 571
global placement: 121 / 87.6 / 21.6 / 737
detailed placement: 121 / 56.0 / 21.6 / 737
CTS: 124 / 324 / 22.2 / 759
global route: 124 / 181 / 22.2 / 759
finish: 124 / 331 / 22.2 / 759
[cells by family (layout without fill, tap and decap cells)]
family | count (synthesis) | count (layout) | synth area share, %
AOI/OAI and AO/OA | 13 | 13 | 16.0
buffers and inverters | 4 | 17 | 2.85
DFF | 8 | 8 | 28.1
and+or+nand+nor | 23 | 23 | 19.7
muxes | 5 | 5 | 8.99
adders and majority gates | 7 | 7 | 16.7
xor gates and xnor gates | 5 | 5 | 7.68
[critical path: cells and delay by family]
kind / cells / cell delay, ps
multiplexers: 2 / 540
adder cells (fa/ha/maj): 1 / 410
buffers and inverters: 2 / 620
AND-OR/OR-AND: 3 / 400
[layout by cell type (no fill, tap or decap), drive strengths merged]
master and count:
clkdlybuf4s50 11, nor2 8, dfxtp 8, nand2 8, ha 6, a21oi 5
mux2i 4, xnor2 3, clkbuf 3, inv 2, nand2b 2, a31oi 2
xor2 2, nor3b 2, o21ai 2, nand3 1, o22ai 1, a21o 1
a211oi 1, nor2b 1, mux2 1, nand4bb 1, o211ai 1, fa 1
buf 1
[worst paths after layout]
check                 start             end  slack [ps]
max                  on_off  counter_out[7]         330
min          counter_out[2]  counter_out[2]         510
max reg2reg  counter_out[4]  counter_out[7]         980
min reg2reg  counter_out[2]  counter_out[2]         510
[routing by layer]
layer / up-vias / track usage [%] / part of all wire [%]
li1: 255 / - / -
met4: 0 / 0.176 / 0
met5: - / 0 / 0
met1: 212 / 5.53 / 49
met3: 0 / 2.61 / 10
met2: 10 / 6.02 / 40
[cell type report]
cell class | instances | share of cell area (%)
well taps | 46 | 7.58
multi-input cells | 53 | 51.9
inverters | 2 | 0.988
clock buffers | 3 | 2.97
flip-flops and latches | 8 | 21.1
repair buffers | 12 | 15.5
Power figures rest on the tool's default switching activity, not on a simulated workload.
