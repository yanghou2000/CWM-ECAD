===== /design/flow/config.mk =====
export PLATFORM = sky130hd
export DESIGN_NAME = LED
export DESIGN_NICKNAME = LED
export VERILOG_FILES = /design/flow/design.v
export SDC_FILE = /design/flow/constraint.sdc
export NUM_CORES = 4
export LEC_CHECK = 1
export CORE_AREA = 10 10 70 70
export DIE_AREA = 0 0 80 80

===== /design/flow/run.sh =====
#!/bin/bash
# OpenROAD 26Q1-2900-gdf79404cd8, Yosys 0.63+post, stock flow scripts
make -C /OpenROAD-flow-scripts/flow DESIGN_CONFIG=/design/flow/config.mk WORK_HOME=/design/flow/orfs finish

===== /design/flow/constraint.sdc =====
current_design LED

set clk_period 1.9
set clk_io_pct 0.2

create_clock -name clk0 -period $clk_period [get_ports {clk}]

set non_clock_inputs [all_inputs -no_clocks]
set_input_delay [expr $clk_period * $clk_io_pct] -clock clk0 $non_clock_inputs
set_output_delay [expr $clk_period * $clk_io_pct] -clock clk0 [all_outputs]

===== /design/flow/design.v =====
`timescale 1ns / 100ps
module LED (
    input rst,
    input clk,
    input button,
    output [2:0] color
    );  
    reg [2:0] color;
    always @(posedge clk)
    begin
         if (rst)
            #1 color <= 3'b000;
         else
             begin
             if (button == 0)
                color <= color;
             else
                 if (color == 3'b001)
                   #1 color <= 3'b010;
                 if (color == 3'b010)
                   #1 color <= 3'b011;
                 if (color == 3'b011)
                   #1 color <= 3'b100;
                 if (color == 3'b100)
                   #1 color <= 3'b101;
                 if (color == 3'b101)
                   #1 color <= 3'b110;
                 if (color == 3'b110)
                   #1 color <= 3'b001;
                 if (color == 3'b000)
                   #1 color <= 3'b001;
		 if (color == 3'b111)
                   #1 color <= 3'b001;
             end
    end  
endmodule                      

==> flow_metrics.py <==
# Flow results
metrics = {
    "pwr": {
        "power.switching_fraction": 0.227,
        "power_frac_seq": 0.350,
        "p_int_w": 0.000162,
        "power.density_cell_area_mw_per_mm2": 815,
        "clock_power_share": 0.541,
        "vdd_drop_max_mv": 0.120,
        "combPwrFrac": 0.109,
        "power.leakage_nw": 0.0744,
        "switchingPower_w": 0.0000477,
    },
    "global_routing": {
        "grt_antenna_before_repair": 1,
        "number_of_global_route_vias_before_repair": 106,
        "grt.overflow.total": 0,
        "grt_first_pass_wirelength_um": 524,
        "grt_usage": 0.0121,
        "largest_net_degree_at_the_start_of_global_routing": 8,
    },
    "synthesis": {
        "synth_top_cell_by_area": "sky130_fd_sc_hd__dfxtp_1",
        "enable_flop_cells": 0,
        "post_synth_inst_count": 14,
        "synth.top_cells.by_area": "sky130_fd_sc_hd__dfxtp_1 49%, sky130_fd_sc_hd__mux2_2 9.3%, sky130_fd_sc_hd__a21oi_1 8.2%, sky130_fd_sc_hd__a21oi_2 7.2%, sky130_fd_sc_hd__nand2_1 6.2%",
        "ys_async_sr_fraction": 0,
        "synth_top_flop_cell": "sky130_fd_sc_hd__dfxtp_1",
        "yosys.stat.chipArea_um2": 121,
        "synth_top_cell_by_count": "sky130_fd_sc_hd__dfxtp_1",
        "synthDistinctLibCells": 9,
        "ys_cells": 14,
        "synth-warning-count": 1,
        "seq_area_frac_synth": 0.495,
        "ys_ff": 3,
        "synth.top_cell.area_share": 0.495,
        "yosys-top-cells-count": "3 x sky130_fd_sc_hd__dfxtp_1, 2 x sky130_fd_sc_hd__a21oi_1, 2 x sky130_fd_sc_hd__nand2_1, 2 x sky130_fd_sc_hd__nor2_1",
        "post_synth_instance_area_um2": 121,
        "syn-mean-instance-area_um2": 8.67,
    },
    "finish": {
        "utilization": 0.0755,
        "area_growth_pct": 112,
        "largest_register_ff_count": 3,
        "regMostFlops": "color",
        "final_layout_size_suffix_gt1_frac": 0.217,
        "biggestRegsByFlops": "color (3)",
    },
    "critical_path": {
        "worstPathMaxFanout": 6,
        "timing.rr.start": "color[2]$_SDFFE_PP0P_",
        "cells_along_the_critical_path": "clkdlybuf4s50_1",
        "endpoint_kind": "output pin",
        "critical_path_depth": 1,
        "worst_ep_required_time_ns": 1.52,
        "regToRegSetupSlack_ns": 0.99,
        "worst_path_largest_cell_delay_ns": 0.51,
        "startpoint_type": "flop",
        "regToRegEndpoint": "color[2]$_SDFFE_PP0P_",
        "reg2reg_depth": 2,
        "slowest_stage": "sky130_fd_sc_hd__clkdlybuf4s50_1",
        "timing.critical_path.buf_inv": 1,
        "family_with_the_most_delay_on_the_worst_path": "buffers and inverters",
        "critical_path_arrival_ns": 1.16,
        "crit_path_end": "color[2]",
        "setup.worst_path.class": "reg2out",
        "worst_setup_sp": "color[2]$_SDFFE_PP0P_",
    },
    "route": {
        "drt-pass1-iter-count": 3,
        "route.vias.total": 134,
        "wl_per_cell_um": 5.41,
        "vias_per_cell": 1.91,
        "drt.antenna.violating_nets": 0,
        "drcViolationCount": 0,
        "routed_wl_um": 379,
        "count_of_routing_violations_after_the_opening_detailed_route_iteration": 6,
    },
    "floorplan": {
        "dieArea_mm2": 0.00640,
        "floorplan.initialDensity": 0.0355,
        "boundaryPins": 6,
        "floorplan.core_area_mm2": 0.00342,
        "std_cell_rows": 21,
        "die_w_um": 80,
        "floorplan.die.height_um": 80,
    },
    "final_timing": {
        "setup_repair_after_global_routing_missed_its_margin": "false",
        "largest_clock_skew_in_the_final_design_ns": 0.00317,
        "maximum_frequency_from_static_timing_analysis_mhz": 649,
        "report.final.hold_viol_count": 0,
        "worst-slew-pin-transition_ns": 0.206,
        "setup_viol": 0,
        "aggregate_negative_setup_slack_ns": 0,
        "timing.final.ws_setup_ns": 0.359,
        "finalClockPeriodUsage": 0.811,
        "period_needed_ns": 1.54,
        "report.final.slew_viol_count": 0,
        "rel_slew_slack": 0.863,
    },
    "placed_design": {
        "place.port_buffers": 5,
        "globalplace.congestion": 0.547,
        "preCtsSetupSlack_ns": 0.576,
    },
    "job": {
        "tool_warnings": 25,
        "cap_violations": 0,
    },
    "clocking": {
        "cts_root_cell": "sky130_fd_sc_hd__clkbuf_4",
        "post_cts_hold_buffer_count": 0,
        "clkSlewWorstSetupHoldPaths_ns": 0.04,
        "cts_setup_buffers": 0,
        "htree_num_levels": 1,
        "max_root_sink_buffers": 2,
        "clock-sinks": 3,
        "cts_tree": "built",
        "tritoncts_buffer_count": 3,
        "clock_latency_ns": 0.23,
        "cts_resized": 0,
    },
    "worst_hold_path": {
        "hp-class": "reg2reg",
    },
    "outcome": {
        "run_status": "complete, no violations",
    },
}
[power by group through the flow]
stage                 Clock, W  Sequential (W)  Combinational [W]
final                 0.000114       0.0000735          0.0000228
after CTS             0.000121       0.0000733          0.0000233
after global routing  0.000126       0.0000740          0.0000253
[per-stage QoR]
step / area, um^2 / hold WS, ns / cells / total power [W]
5_1_grt: 258 / 0.542 / 70 / 0.000225
3_5_place_dp: 229 / 0.513 / 65 / 0.0000976
6_report: 258 / 0.523 / 70 / 0.000210
2_1_floorplan: 121 / 0.442 / 14 / 0.0000817
4_1_cts: 255 / 0.525 / 69 / 0.000218
3_3_place_gp: 229 / 0.489 / 65 / 0.0000968
[worst min path at each step]
stage	startpoint	endpoint	slack (ns)	cells past startpoint
after CTS	color[0]$_SDFFE_PP0P_	color[0]$_SDFFE_PP0P_	0.52	1
after global routing	color[0]$_SDFFE_PP0P_	color[0]$_SDFFE_PP0P_	0.54	1
final	color[0]$_SDFFE_PP0P_	color[0]$_SDFFE_PP0P_	0.52	1
[area by class of cell]
cell class              count  area (um^2)
fillers                   409         3160
multi-input cells          11         61.3
flip-flops and latches      3         60.1
well taps                  46         57.6
repair buffers              5         50.0
clock buffers               4         26.3
diodes                      1         2.50
[metal layers]
layer  GRT usage  part of all wire  vias to the layer above
met5           0                 0                        -
met4     0.00528                 0                        0
met3      0.0216              0.28                        0
met2      0.0128              0.42                        8
met1     0.00933              0.30                       57
li1            -                 -                       69
[cell families (layout without fill, tap and decap cells)]
| group | count (synthesis) | in the layout | synth area share |
|---|---|---|---|
| multiplexers | 1 | 1 | 0.0928 |
| AND-OR/OR-AND | 4 | 4 | 0.196 |
| other | 0 | 1 | 0 |
| flip-flops | 3 | 3 | 0.495 |
| buffers and inverters | 0 | 9 | 0 |
| AND/OR/NAND/NOR | 6 | 6 | 0.217 |
[cell usage in the layout, fill, tap and decap left out, drive strengths merged]
cell	count
clkdlybuf4s50	5
clkbuf	4
dfxtp	3
a21oi	3
nand2	2
nor2	2
diode	1
mux2	1
nor3	1
o21ai	1
or2	1
Power and IR drop assume default switching activity.
